### ./run.sh
#!/bin/bash
# OpenROAD 26Q1-2900-gdf79404cd8, Yosys 0.63+post, stock flow scripts
make -C /OpenROAD-flow-scripts/flow DESIGN_CONFIG=/design/flow/config.mk WORK_HOME=/design/flow/orfs finish
### ./config.mk
export PLATFORM = sky130hd
export DESIGN_NAME = counter
export DESIGN_NICKNAME = counter
export VERILOG_FILES = /design/flow/design.v
export SDC_FILE = /design/flow/constraint.sdc
export NUM_CORES = 4
export LEC_CHECK = 1
export CORE_AREA = 10 10 78 78
export DIE_AREA = 0 0 88 88
### ./constraint.sdc
current_design counter

set clk_period 2.3
set clk_io_pct 0.2

create_clock -name clk0 -period $clk_period [get_ports {clk}]

set non_clock_inputs [all_inputs -no_clocks]
set_input_delay [expr $clk_period * $clk_io_pct] -clock clk0 $non_clock_inputs
set_output_delay [expr $clk_period * $clk_io_pct] -clock clk0 [all_outputs]
### ./design.v
module counter(curr, clk);
	output logic [15:0] curr;
	input logic clk;
	always_ff @(posedge clk) begin
		if(curr < 48001)
			curr <= curr + 1;
		else begin 
			curr <= 0;
		end 
	end
endmodule 
==> results.txt <==
Summary of the current implementation state.

- The post-place setup slack is 0.571 ns, for reference.
- The instance count along the most critical hold path is 1, for reference.
- The clock root buffer is clkbuf_8, for reference.
- The most flop-heavy register is curr, for reference.
- The first-pass detailed-route iteration total is 4, for reference.
- Summing every instance area after synthesis gives 727 µm².
- The tally of nets with antenna violations remaining after routing is 0, for reference.
- The worst hold-check path type is reg -> reg, for reference.
- The total power density per cell area is 515 nW/µm², for reference.
- The number of levels in the clock H-tree is 1, for reference.
- The path type of the worst setup path is reg -> reg, for reference.
- The final-report max-slew violation count is 0, for reference.
- During placement, the flow inserted port buffers numbering 16.
- The number of cells upsized or downsized after cts is 0, for reference.
- The number of warnings reported in the yosys synthesis log is 1, for reference.
- The mean instance size in the synthesized netlist is 8.87 µm², for reference.
- The insertion delay at the late pin of the worst-skew pair is 0.25 ns, for reference.
- The synthesized instance count is 82.
- According to the floorplan log, the row count is 24.
- The share of synthesized area occupied by flip-flops and latches is 0.441, for reference.
- The capture instance of the worst register-to-register path is curr[9], for reference.
- Setup repair after global routing left no endpoint under its margin.
- After global routing the overflow that remains totals 0.
- The launch point of the worst reg-to-reg path is curr[0], for reference.
- The buffers inserted during post-CTS setup optimization is 0, for reference.
- The max-capacitance violation count is 0, for reference.
- By instance count after routing, the leading logic cell types are nor2_1, dfxtp_1, clkdlybuf4s50_1.
- The area overhead of the layout relative to synthesis is 38.0%, for reference.
- The critical path data required time is 2.43 ns, for reference.
- The via count of the first global-routing pass is 516, for reference.
- The number of clock buffers inserted by TritonCTS is 3, for reference.
- The area of the placeable core is 4410 µm², for reference.
- The final layout report lists a filler cell count of 467.
- The core utilization before placement is 0.165, for reference.
- Checking max transition, the worst relative margin is 0.665.
- The async set-or-reset flop fraction in the synthesized netlist is 0, for reference.
- In the final layout, the multi-input gates occupy 377 µm².
- The worst path arrival time is 1.86 ns, for reference.
- The placement summary gives the final routability congestion estimate as 0.789.
- The setup slack on the worst flop-to-flop path is 0.58 ns, for reference.
- The number of flip-flops in the largest register is 16, for reference.
- The violation count after the first detailed-route iteration is 16, for reference.
- The number of enable flip-flop cells is 0, for reference.
- The clock sink total is 16, for reference.
- The die boundary width is 88 µm, for reference.
- The category of the worst setup path launch point is a flop, for reference.
- The count of distinct cell types in the synthesized netlist is 19, for reference.
- TritonCTS built the clock tree.
- The vias after detailed routing is 597, for reference.
- The worst-case IR drop observed on VDD is 0.210 mV.
- The first global-routing pass estimated 2.64 mm of wire.
- In the synthesized netlist the dominant register cell turns out to be dfxtp_1.
- The die boundary height is 88 µm, for reference.
- 17 I/O pins were placed.
- OpenROAD emitted warnings numbering 26.
- The report puts the hold buffer count at CTS at 0.
- The hold violation count in the final report is 0, for reference.
- The run finished with clean final reports.
- STA shows the worst min-delay path finishing at curr[0].
- The worst hold path startpoint is curr[0], for reference.
- The area taken by sequential standard cells is reported as 320 µm².
- The overall routed net length is 1.61 mm, for reference.
- In the finished design, the share of the clock period the worst path needs comes to 0.750.
- The worst setup skew after layout is 0.00528 ns, for reference.
- The highest fanout seen on the critical path is 12, for reference.
- The number of antenna violations at the first check in global routing came to 0.
- The clock period minus worst slack is 1.72 ns, for reference.
- TritonRoute reported its final design rule violation total as 0.
- STA shows the worst reg2reg path with a cell count of 7.
- The global-route usage over all layers is 0.0415, for reference.
- The nature of the critical path endpoint is a flop, for reference.
- The routed design ends up with an antenna cell count of 0.
- The leakage power is 0.327 nW, for reference.
- The pin count of the biggest net entering global routing is 13, for reference.
- The overall chip area is 7740 µm², for reference.
- The proportion of layout cells with a drive suffix above 1 is 0.0686, for reference.
- Dividing the detail-routed via count by the number of cells gives 3.88.
- The most common logic cell in the final layout is nor2_1.
- Endpoints with negative setup slack in the final report add up to 0.
- Counting flops and latches in the post-synthesis netlist gives 16.
- The final-layout setup total negative slack is 0 ns, for reference.
- After synthesis, the chip area reported by Yosys is 727 µm².
- After clock tree synthesis, the clock-pin slew on the worst setup and hold paths is 0.06 ns.
- Detailed placement finished with a half-perimeter wire length of 1.24 mm.
- The total cells reported by yosys after synthesis is 82, for reference.
- The longest clock path from root to sink contains 2 buffers.
- Based on the critical path, the design can be clocked at up to 580 MHz.
- In the post-route analysis, the smallest setup slack over all paths is 0.576 ns.
- Dividing the detail-routed wire length by the instance count gives 10.5 µm.
- The transition time at the pin with the least slew margin is 0.498 ns, for reference.
- The registers reported with the highest flop counts are curr x16.
-- through the flow --
stage          cells  utilization  instance area, µm²  hold slack, ns  power (W)
2_1_floorplan     82            -                 727           0.453   0.000283
3_3_place_gp     150        0.215                 948           0.495   0.000283
3_5_place_dp     150        0.215                 948           0.502   0.000283
4_1_cts          154        0.227                1000           0.514   0.000525
5_1_grt          154        0.227                1000           0.558   0.000541
6_report         154        0.227                1000           0.509   0.000516
-- how the worst max path moves through the flow --
stage | from | end | slack [ns] | cells after the start
4_1_cts | curr[0] | curr[7] | 0.56 | 7
5_1_grt | curr[0] | curr[10] | 0.42 | 7
6_report | curr[0] | curr[9] | 0.58 | 7
-- critical path: stages (launching register included) --
cell and delay, ns:
dfxtp_1 0.44, inv_1 0.07, ha_1 0.19, or4b_1 0.17, nor3_2 0.04, o31ai_2 0.39
buf_4 0.26, nor2_1 0.06
-- report_power, final --
group	total, W	switching [W]	internal [W]
Combinational	0.000000000169	0	0
Sequential	0.000277	0	0.000277
Clock	0.000239	0.0000877	0.000152
-- cells by family (layout without fill, tap and decap cells) --
| logic type | count (synthesis) | count (layout) | share of synthesized area |
|---|---|---|---|
| AND/OR/NAND/NOR | 42 | 42 | 0.287 |
| flip-flops | 16 | 16 | 0.441 |
| XOR/XNOR | 13 | 13 | 0.157 |
| buffers and inverters | 6 | 26 | 0.0413 |
| AND-OR/OR-AND | 3 | 3 | 0.0396 |
| adder cells (fa/ha/maj) | 2 | 2 | 0.0344 |
-- layer usage --
| layer | track usage | part of all wire | vias to the layer above |
|---|---|---|---|
| met5 | 0 | 0 | - |
| met4 | 0.00290 | 0.0074 | 0 |
| met3 | 0.0187 | 0.084 | 2 |
| met2 | 0.0642 | 0.45 | 11 |
| met1 | 0.0546 | 0.46 | 265 |
| li1 | - | - | 319 |
-- cell usage after synthesis, drive strengths merged, types with 2 or more instances --
master | count | area, µm²
dfxtp | 16 | 320
xor2 | 3 | 26.3
xnor2 | 10 | 87.6
nor2 | 17 | 63.8
ha | 2 | 25.0
nand2 | 4 | 15.0
nand3 | 6 | 30.0
nor4 | 4 | 25.0
and3 | 3 | 18.8
nor3 | 4 | 25.0
inv | 5 | 18.8
nand4 | 2 | 12.5
-- area by class of cell --
| type | instances | share of cell area |
|---|---|---|
| clock buffer | 4 | 0.0549 |
| inverter | 5 | 0.0187 |
| multi-input combinational | 60 | 0.375 |
| sequential | 16 | 0.319 |
| tap | 52 | 0.0648 |
| timing repair buffer | 17 | 0.167 |
Power is estimated from default activity; no workload was simulated.
