==> design.v <==
module bitConverter(address, tens_logic, ones_logic);
	logic [3:0] tens, ones;
	logic [4:0] address_int;
	input logic [4:0] address;
	output logic [3:0] tens_logic;
	output logic [3:0] ones_logic;
	assign address_int = (address[4] << 4) | (address[3] << 3) | (address[2] << 2) | (address[1] << 1) | address[0];
	assign tens = address_int / 10;
	assign ones = address_int % 10;
	always @(tens, ones) begin
		tens_logic = {3'b0, tens};
		ones_logic = {3'b0, ones};
	end
endmodule
==> run.sh <==
#!/bin/bash
# OpenROAD 26Q1-2900-gdf79404cd8, Yosys 0.63+post, stock flow scripts
make -C /OpenROAD-flow-scripts/flow DESIGN_CONFIG=/design/flow/config.mk WORK_HOME=/design/flow/orfs finish
==> config.mk <==
export PLATFORM = sky130hd
export DESIGN_NAME = bitConverter
export DESIGN_NICKNAME = bitConverter
export VERILOG_FILES = /design/flow/design.v
export SDC_FILE = /design/flow/constraint.sdc
export NUM_CORES = 4
export LEC_CHECK = 1
export CORE_AREA = 10 10 70 70
export DIE_AREA = 0 0 80 80
==> constraint.sdc <==
current_design bitConverter

set clk_period 2.6
set clk_io_pct 0.2

create_clock -name clk0 -period $clk_period

set non_clock_inputs [all_inputs -no_clocks]
set_input_delay [expr $clk_period * $clk_io_pct] -clock clk0 $non_clock_inputs
set_output_delay [expr $clk_period * $clk_io_pct] -clock clk0 [all_outputs]
==> impl_metrics.tcl <==
# implementation run metrics
set metrics [dict create \
    regArea_sq_um 0 \
    yosysWarnings 1 \
    clkbuf_count 0 \
    diodes 0 \
    top_cells_by_area "buf_4, nor2b_1, a21o_1, a221oi_2, ha_1" \
    drive_gt1_share_pct 35.4 \
    yosysTopAreaCell "buf_4" \
    dp.cells 93 \
    overflow 0 \
    ys_chip_area_sq_um 236 \
    grt_pass1_vias 289 \
    dieArea_sq_um 6400 \
    dp_hpwl_microns 643 \
    fillers 398 \
    synth_seq_share_pct 0 \
    max_stage_delay_ns 0.28 \
    vias 287 \
    area_growth_pct 77.8 \
    drt_iter0_drc 20 \
    power_density_nw_per_um2 147 \
    ioPinCount 13 \
    firstDrtPassIters 4 \
    drc 0 \
    grt_pass1_wl_microns 1350 \
    min_period_ns 2.51 \
    flop-count 0 \
    syn_area_per_cell_sq_um 6.76 \
    synthDistinctLibCells 25 \
    final_layout_top_logic_cell "buf_4" \
    crit_fanout 3 \
    io_buffers 9 \
    rsz0062_at_grt "false" \
    fmax_mhz 398 \
    core_area_sq_um 3420 \
    hold_viol 0 \
    hold_class "in2out" \
    vdd_drop_max_mv 0.0280 \
    drt_wl_total_microns 798 \
    fin_ws_ns 0.0880 \
    ant_nets 0 \
    warning_count 32 \
    netlist_instances 35 \
    die_h_microns 80 \
    setup_viol 0 \
    grt_start_max_net_pins 11 \
    vias_per_cell 3.05 \
    cellLeakagePower_nw 0.173 \
    start_kind "primary input" \
    antenna_found_initial 0 \
    row_count 21 \
    wire_per_inst_microns 8.49 \
    end_kind "primary output" \
    groute.usage.overall_pct 2.49 \
    synth.top_cell.area_share_pct 9.52 \
    crit_arrival_ns 1.99 \
    dp_worst_setup_slack_ns -0.586 \
    cp_slowest_cell "ha_4" \
    required_ns 2.08 \
    crit_type "in2out" \
    cap_violations 0 \
    lay_top_cells "buf_4, nand2_1, dlygate4sd2_1" \
    die_w_microns 80 \
    synthesis.area_sq_um 236 \
    status "completed" \
    gp_congestion 0.675 \
    fin_crit_sh_pct 96.6 \
    ys_cells 35 \
    maxSlewViolCount 0 \
    finalNonFillerCells 94 \
    path_cells "clkdlybuf4s15_1, or2_4, ha_4, and3b_2, a21o_1, a221oi_2, buf_2" \
    fp_util_pct 6.92 \
]
[routing by layer]
metal | routed length, microns | part of all wire, % | GRT usage [%]
met1 | 406 | 51 | 3.49
met4 | 0 | 0 | 0.176
met5 | 0 | 0 | 0
met3 | 49 | 6.1 | 0.455
met2 | 342 | 43 | 4.01
[worst paths after layout]
check	cells after the start	from	slack, ns	to
min	0	address[0]	1.04	ones_logic[0]
max	7	address[3]	0.09	ones_logic[2]
[worst max-delay path: cells and delay by family]
family | cells | cell delay (ns)
buffers and inverters | 2 | 0.33
adder cells (fa/ha/maj) | 1 | 0.28
AND-OR/OR-AND | 2 | 0.39
AND/OR/NAND/NOR | 2 | 0.48
[report_power, final]
part / switching, mW / internal, mW / total [mW]
Combinational: 0.0257 / 0.0362 / 0.0618
Sequential: 0 / 0 / 0
Clock: 0 / 0 / 0
[synth_stat cells]
cell type and n:
a32oi_1 1, nor2b_1 3, conb_1 1, o31ai_1 1, maj3_2 1, buf_6 1, buf_4 3, nand2_1 3
nor2_1 1, a21oi_1 2, o22ai_1 1, nand3_1 1, o211ai_1 1, nand2b_1 2, ha_1 1, and3b_1 1
or2_1 1, inv_1 1, buf_2 1, a221oi_2 1, a21o_1 2, nand4_1 1, and2_1 1, o21ai_0 2
and2b_1 1
[logic make-up after synthesis]
| kind of cell | count (synthesis) | synth area share [%] |
|---|---|---|
| AND-OR/OR-AND | 11 | 33.9 |
| buffers and inverters | 6 | 18.0 |
| adder cells (fa/ha/maj) | 2 | 10.1 |
| AND/OR/NAND/NOR | 15 | 36.5 |
| other | 1 | 1.59 |
[cell type report]
type | instances | area, sq um | share of cell area, %
Inverter | 1 | 3.75 | 0.893
Tap cell | 46 | 57.6 | 13.7
Timing Repair Buffer | 17 | 136 | 32.4
Multi-Input combinational cell | 30 | 223 | 53.0
[per-stage QoR]
| step | utilization (%) | instance area [sq um] | power, mW | setup TNS [ns] | hold slack (ns) |
|---|---|---|---|---|---|
| final | 12.3 | 420 | 0.0618 | 0 | 1.04 |
| after global routing | 12.3 | 420 | 0.0700 | 0 | 1.04 |
| after CTS | 12.1 | 414 | 0.0616 | 0 | 1.04 |
| after detailed placement | 11.8 | 402 | 0.0625 | -1.87 | 1.04 |
| after global placement | 11.8 | 402 | 0.0615 | -1.79 | 1.04 |
| after floorplan | - | 240 | 0.0300 | 0 | 1.06 |
[timing repair]
item                                    in CTS  in global routing
resized                                     12                  6
setup buffers                                1                  0
pin swaps                                    1                  3
endpoints found under the setup margin       4                  2
hold buffers                                 0                  0
No activity file was given, so power comes from the tool's default toggle rates.
