<file path="/design/flow/run.sh">
#!/bin/bash
# OpenROAD 26Q1-2900-gdf79404cd8, Yosys 0.63+post, stock flow scripts
make -C /OpenROAD-flow-scripts/flow DESIGN_CONFIG=/design/flow/config.mk WORK_HOME=/design/flow/orfs finish
</file>
<file path="/design/flow/config.mk">
export PLATFORM = sky130hd
export DESIGN_NAME = abs
export DESIGN_NICKNAME = abs
export VERILOG_FILES = /design/flow/design.v
export SDC_FILE = /design/flow/constraint.sdc
export NUM_CORES = 4
export LEC_CHECK = 1
export CORE_AREA = 10 10 77 77
export DIE_AREA = 0 0 87 87
</file>
<file path="/design/flow/constraint.sdc">
current_design abs

set clk_period 5.0
set clk_io_pct 0.2

create_clock -name clk0 -period $clk_period

set non_clock_inputs [all_inputs -no_clocks]
set_input_delay [expr $clk_period * $clk_io_pct] -clock clk0 $non_clock_inputs
set_output_delay [expr $clk_period * $clk_io_pct] -clock clk0 [all_outputs]
</file>
<file path="/design/flow/design.v">
module abs #(parameter WIDTH = 11) (out, x, y);
	output logic [WIDTH-1:0] out;
	input logic [WIDTH-1:0] x, y;
	always_comb begin
		if (x > y) begin
			out = x - y;
		end
		else begin
			out = y - x;
		end
	end
endmodule 
</file>
==> job_summary.md <==
### Metrics collected by this job

| Metric | Value |
|---|---|
| Layout area overhead | `41.9%` |
| Yosys Warn Count | `1` |
| Status | `completed` |
| Synth area leader | `ha_1` |
| Post-route ant nets | `0` |
| Routed vias/inst | `about 4.4` |
| Port Buffer Count | `33` |
| CP max-delay cell | `clkdlybuf4s50_1` |
| CP max FO | `6` |
| Cell chain of the critical path | `clkdlybuf4s50_1, inv_1, ha_1, a21o_1, a21o_1, a21oi_1, o22ai_1, buf_4, mux2_4, xnor2_1, clkdlybuf4s50_1` |
| Hold buffer count at CTS | `0` |
| TNS Setup | `0 ns` |
| Fin crit share | `a little over nine tenths` |
| Top cells by area | `ha_1, inv_1, mux2i_1` |
| Met3 usage in global routing | `under 10%` |
| Row count | `24` |
| RSZ-0062 raised after global routing | `false` |
| Power Density | `roughly 130 nW/um^2` |
| Drt first pass iters | `4` |
| Hold path startpoint | `x[0]` |
| Grt peak-use layer | `met2` |
| M2 GR Usage | `9.59%` |
| Final setup fails | `0` |
| Max IR drop VDD | `~37 uV` |
| Via count of the first global-routing pass | `approximately 960` |
| Initial Utilization | `22.0%` |
| Fin cells | `roughly 210` |
| Layout cells sized above 1 | `about 5.6%` |
| First DRT Iteration DRCs | `31` |
| Arrival time at the worst endpoint | `3.77 ns` |
| CP max stage delay | `0.49 ns` |
| Flops | `0` |
| Worst hold-check path type | `in -> out` |
| Post-Synthesis Cells | `around 130` |
| Grt ovf | `0` |
| Crit path max-delay family | `buffers and inverters` |
| Ant diodes | `0` |
| Die Ht | `approximately 87 um` |
| Most used logic cell in the final layout | `clkdlybuf4s50_1` |
| Residual DRC | `0` |
| Yosys Instances | `roughly 130` |
| Fmax achieved | `210 MHz` |
| Final hold violations | `0` |
| Die X-Extent | `between 80 and 90 um` |
| Slew headroom | `between 70% and 80%` |
| Final HPWL from detailed placement | `about 2.1 mm` |
| Setup Crit Path Kind | `in -> out` |
| First-pass GRT wire length | `approximately 4.2 mm` |
| Worst path required time | `4.00 ns` |
| Final Util | `31.2%` |
| Startpoint Class | `input pin` |
| Final Slew Violations | `0` |
| Synth Seq Share | `0%` |
| Initial antenna violation count | `0` |
| Grt met1 use | `a little under a tenth` |
| I/O pin cnt | `33` |
| Routability cong. | `between 0.8 and 0.9` |
| Worst Max-Slew Pin Slew | `about 0.44 ns` |
| Clk_buf instances | `0` |
| Fin crit period | `between 4 and 5 ns` |
| Setup crit end kind | `primary output` |
| Distinct cells, synth | `34` |
| Most numerous logic cells after layout | `clkdlybuf4s50_1, inv_1, ha_1, a21oi_1, o21ai_0` |
| Largest net degree at the start of global routing | `8` |
| Mean Syn Cell Area | `approximately 7.5 um^2` |
| Cell Area, Synth | `around 960 um^2` |
| Wirelength, routed | `2.37 mm` |
| Reg area | `0 um^2` |
| Tool warnings | `42` |
| Core box area | `roughly 4400 um^2` |
| Yosys Chip Area | `958 um^2` |
| Vias | `940` |
| GRT Overall Usage | `roughly 6.3%` |
| Die area | `7570 um^2` |
| CTS resizes | `0` |
| MaxCap Viol Count | `0` |
| Post-CTS setup buffers | `0` |
| Pleak | `0.000669 uW` |
| Wirelength per Cell | `approximately 11 um` |
| Buf+Inv Stages, Crit Path | `4` |
| Top cell area share | `between 20% and 30%` |
| Dpl cells | `214` |
| CP Launch Point | `y[8]` |
## where the power goes
group          switching, uW  internal, uW  total (uW)  leakage (uW)
Combinational           69.6           104         173      0.000669
Sequential                 0             0           0             0
Clock                      0             0           0             0
Total                   69.6           104         173      0.000669
## through the flow
| step | instance area [um^2] | hold WS [ns] | power [uW] | setup slack [ns] |
|---|---|---|---|---|
| 3_3_place_gp | 1360 | 3.13 | 177 | 0.240 |
| 4_1_cts | 1360 | 3.12 | 177 | 0.229 |
| 3_5_place_dp | 1360 | 3.12 | 176 | 0.232 |
| 5_1_grt | 1360 | 3.17 | 195 | 0.0169 |
| 6_report | 1360 | 3.12 | 173 | 0.230 |
| 2_1_floorplan | 958 | 2.17 | 90.5 | 1.44 |
## tightest hold or removal path, stage by stage
cell	delay, ns
clkdlybuf4s50_1	0.48
ha_1	0.19
inv_1	0.05
clkdlybuf4s50_1	0.40
## kinds of logic after synthesis
group / share of synthesized area (%)
fa+ha+maj: 31.6
compound gates: 23.1
simple gates: 16.8
buf+inv: 10.3
xor+xnor: 8.22
mux: 9.92
## cell usage after synthesis
cell,number
and4_4,1
buf_2,1
o221ai_1,1
nand3_1,2
fa_1,2
xnor2_1,4
ha_1,21
a21boi_0,1
nand2b_1,5
nand2_1,5
a31o_2,1
o21ai_0,10
nor2b_1,3
nor2_1,4
and3_1,1
mux2_4,1
o21a_1,2
a211oi_1,1
inv_1,22
o21bai_1,1
and2_1,1
xor2_1,5
mux2i_1,8
a21o_1,4
o21ai_1,1
nor3_1,1
buf_6,1
o31ai_1,1
o22ai_1,1
nor2_4,1
a31oi_1,2
nand4_4,1
or2_2,1
a21oi_1,11
## area by class of cell
type | instances | area (um^2)
Fill cell | 452 | 2990
Multi-Input combinational cell | 104 | 860
Timing Repair Buffer | 36 | 353
Inverter | 22 | 82.6
Tap cell | 52 | 65.1
## path summary, 6_finish.rpt
check / slack [ns] / cells past startpoint / endpoint
max: 0.23 / 11 / out[2]
min: 3.12 / 4 / out[0]
## metal layers
layer	vias to the layer above	wire length [um]
met5	-	0
met1	411	1180
met4	0	0
met2	23	991
met3	0	195
li1	506	-
No activity file was given, so power comes from the tool's default toggle rates.
